--- ./design.v ---
module shifter(in, shift, sout);  
  input [15:0] in;
  input [1:0] shift;
  output [15:0] sout;
  reg [15:0] sout;
  wire temp_in;
  assign temp_in = in[15];   
  always @* begin
    case (shift)
      2'b00: sout = in;        
      2'b01: sout = in << 1;   
      2'b10: sout = in >> 1;   
      2'b11: begin
              sout = in >> 1;  
              sout[15] = temp_in;  
            end
      default: sout = 16'bxxxx_xxxx_xxxx_xxxx;   
    endcase
  end
endmodule
--- ./run.sh ---
#!/bin/bash
# OpenROAD 26Q1-2900-gdf79404cd8, Yosys 0.63+post, stock flow scripts
make -C /OpenROAD-flow-scripts/flow DESIGN_CONFIG=/design/flow/config.mk WORK_HOME=/design/flow/orfs finish
--- ./config.mk ---
export PLATFORM = sky130hd
export DESIGN_NAME = shifter
export DESIGN_NICKNAME = shifter
export VERILOG_FILES = /design/flow/design.v
export SDC_FILE = /design/flow/constraint.sdc
export NUM_CORES = 4
export LEC_CHECK = 1
export CORE_AREA = 10 10 70 70
export DIE_AREA = 0 0 80 80
--- ./constraint.sdc ---
current_design shifter

set clk_period 1.6
set clk_io_pct 0.2

create_clock -name clk0 -period $clk_period

set non_clock_inputs [all_inputs -no_clocks]
set_input_delay [expr $clk_period * $clk_io_pct] -clock clk0 $non_clock_inputs
set_output_delay [expr $clk_period * $clk_io_pct] -clock clk0 [all_outputs]
==> reports/results.txt <==
Status - finished, violations left
Failing checks - setup timing
Most Crowded Layer GR - met2
P per Cell Area - 265.0 nW/um2
Synth Seq Share - 0%
Max Clk Rate - 622.4 MHz
WP data arrival - 1.29 ns
IO buf count - 34
CP dominant cell by count - buf_6
Core area - 3416 um2
Critical path endpoint category - output port
Placer Congestion - 0.7710
Synthesized instance count - 75
Pin count of the biggest net entering global routing - 16
Gr ovfl total - 0
YS chip area - 447.9 um2
Synthesized cell area - 447.9 um2
Tally of yosys warning messages - 1
Cell family with most CP delay - buffers and inverters
Worst ir drop on vdd - 0.1178 mV
Final Max Slew Viols - 0
Final Util - 33.52%
LEAKAGE - 0.4770 nW
Global-route wire length before repair - 3581 um
Final hold violations - 0
Sequential cell count - 0
Register area - 0 um2
Yosys stat cell total - 75
Row count - 21
Area delta synth->final - 155.6%
Final Setup Violations - 2
Comb area - 536.8 um2
Hold/Removal Path Class - in2out
Slew HR - 86.18%
Layout clock buffers - 0
Fillcell total - 367
GR Layer Usage met2 - 11.24%
Tot GR Track Use - 6.650%
Die height - 80 um
CP max stage cell - ha_4
First drt pass iteration count - 4
Total of max-cap violations - 0
Synth unique cells - 12
Syn_area_per_cell - 5.972 um2
Area share, top type - 29.05%
CP Launch Type - primary input
Worst Path Required - 1.28 ns
RSZ-0062 raised after global routing - yes
Hold-fix buffers, CTS - 0
Die Size - 6400 um2
Initial antenna violation count - 0
Vias - 702
Number of routed nets with antenna violations - 0
Final min period - 1.607 ns
DRC - 0
Top cells, area - a21oi_1 29%, nor2b_1 20%, ha_1 14%
DRT Wirelength - 2165 um
Final WS setup - -0.006791 ns
Vias/cell - 4.204
Worst-margin pin slew - 0.2070 ns
Post-synth top area cell - a21oi_1
CP max stage delay - 0.17 ns
GR met1 Demand/Resource - 9.361%
Tcrit/Tclk final - 100.4%
Share of cells above drive strength 1 - 47.93%
Routed len/inst - 12.96 um
Vias in the first global route - 728
Crit-path max FO - 4
DP Wirelength - 1483 um
Antenna Cells - 0
Place WS - -0.7910 ns
Crit path cell chain - buf_12 -> inv_8 -> buf_6 -> ha_4 -> buf_16 -> buf_6 -> a21oi_4 -> a21oi_2 -> buf_2
Met3 GRT Util - 0.6818%
Initial Util - 13.11%
Kind of critical path - in2out
Buf/Inv on CP - 6
Tool Warnings - 38
Initial drt markers - 55
Die width - 80 um
IO Count - 34
==> layout make-up <==
type | instances | area share [%]
repair buffers | 52 | 46.78
multi-input cells | 67 | 46.89
well taps | 46 | 5.027
inverters | 2 | 1.311
==> path summary, 6_finish.rpt <==
check / startpoint / to / slack (ns) / cells after the start
setup / recovery: shift[1] / sout[4] / -0.007 / 9
hold / removal: in[13] / sout[14] / 1.04 / 4
==> routing by layer <==
layer  up-vias  routed length (um)
li1        358                   -
met1       324                1036
met2        20                1045
met3         0                  83
met4         0                   0
met5         -                   0
==> tightest hold or removal path, stage by stage <==
cell            delay [ns]
dlymetal6s2s_1        0.13
a21oi_2               0.06
a21oi_1               0.10
buf_2                 0.10
==> cells in the final DEF (no fill, tap or decap), drive strengths merged, types with 3 or more instances in the layout <==
master,netlist,routed
clkdlybuf4s50,0,10
o21ai,17,17
nor2b,14,14
a21oi,28,28
dlymetal6s2s,0,5
dlygate4sd2,0,3
buf,6,32
ha,5,5
==> through the flow <==
stage	area (um2)	TNS, ns	hold slack, ns	total power [W]	std cells
floorplan	447.9	0	0.6923	0.00008397	75
global placement	904.6	-11.64	1.630	0.0002581	156
detailed placement	904.6	-12.05	1.630	0.0002595	156
CTS	1059	-0.04229	1.156	0.0002876	163
global route	1145	-0.2603	1.096	0.0003358	167
finish	1145	-0.009187	1.040	0.0003033	167
==> where the power goes <==
| group | leakage (nW) | switching, W | internal (W) | total [W] |
|---|---|---|---|---|
| Sequential | 0 | 0 | 0 | 0 |
| Combinational | 0.477 | 0.000121 | 0.000182 | 0.000303 |
| Clock | 0 | 0 | 0 | 0 |
| Total | 0.477 | 0.000121 | 0.000182 | 0.000303 |
==> cell usage after synthesis <==
cell,instances
nand2_1,2
buf_6,1
o21ai_1,10
nor2b_1,14
ha_1,5
a21oi_2,2
nand2b_1,1
buf_4,3
o21ai_0,7
a21oi_1,26
inv_1,2
buf_2,2
==> timing repair <==
item,in CTS,in global routing
gates resized,89,20
pin swaps,23,9
setup endpoints to repair,16,16
cloned,2,0
setup buffers,5,5
endpoints found under the hold margin,0,0
==> cells by family (layout without fill, tap and decap cells) <==
group                    Yosys count  in the layout  synth area share, %
adder cells (fa/ha/maj)            5              5                13.97
AND-OR/OR-AND                     45             45                51.95
AND/OR/NAND/NOR                   17             17                22.63
buffers and inverters              8             54                11.45
Power and IR drop assume default switching activity.
