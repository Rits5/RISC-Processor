<file path="flow/run.sh">
#!/bin/bash
# OpenROAD 26Q1-2900-gdf79404cd8, Yosys 0.63+post, stock flow scripts
make -C /OpenROAD-flow-scripts/flow DESIGN_CONFIG=/design/flow/config.mk WORK_HOME=/design/flow/orfs finish
</file>
<file path="flow/design.v">
module lab8_top(KEY,SW,LEDR,HEX0,HEX1,HEX2,HEX3,HEX4,HEX5,CLOCK_50);
  input CLOCK_50;
  input [3:0] KEY;
  input [9:0] SW;
  output [9:0] LEDR;
  output [6:0] HEX0, HEX1, HEX2, HEX3, HEX4, HEX5;
  wire clk = CLOCK_50;  
  wire reset = ~KEY[1];  
  wire [15:0] in; 
  wire N, V, Z, w;
  wire msel, mem_read, mem_write, write;
  wire [1:0] mem_cmd;
  wire [7:0] read_address, write_address;
  wire [8:0] mem_addr, PC;
  wire [9:0] LEDR;
  wire [15:0] write_data, out, dout, read_data;
  cpu CPU(.clk(clk),
          .reset(reset),
          .read_data(read_data),
          .out(out),
          .N(N),
          .V(V),
          .Z(Z),
          .w(w),
          .mem_cmd(mem_cmd),
          .mem_addr(mem_addr),        
          .PC(PC));
  RAM #(16, 8, "data.txt") MEM (.clk(clk),
                    .read_address(mem_addr[7:0]),
                    .write_address(mem_addr[7:0]),
                    .write(write),
                    .din(write_data),    
                    .dout(dout)); 
  memoryIO #(8) IO (.clk(clk),
                    .mem_addr(mem_addr),
                    .mem_cmd(mem_cmd),
                    .read_data(read_data),
                    .write_data(write_data),
                    .SW(SW[7:0]),
                    .LEDR(LEDR[7:0]));
  read_writeRAM RW (.clk(clk),
                    .mem_addr(mem_addr),
                    .mem_cmd(mem_cmd),
                    .read_data(read_data),
                    .datapath_out(out),
                    .write_data(write_data),
                    .dout(dout),
                    .read_address(read_address),
                    .write_address(write_address),
                    .write(write));              
  sseg hex0(.in(write_data[3:0]), .segs(HEX0));  
  sseg hex1(.in(write_data[7:4]), .segs(HEX1));  
  sseg hex2(.in(write_data[11:8]), .segs(HEX2));  
  sseg hex3(.in(write_data[15:12]), .segs(HEX3));  
  sseg hex4(.in(PC[3:0]), .segs(HEX4));  
  sseg hex5(.in(PC[7:4]), .segs(HEX5));  
  assign LEDR[8] = w;  
endmodule
module sseg(in, segs);
  input [3:0] in;
  output [6:0] segs;
  reg[6:0] segs;
  always@* begin
    case(in) 
      4'd0: segs = 7'b100_000_0;
      4'd1: segs = 7'b111_100_1;
      4'd2: segs = 7'b010_010_0;
      4'd3: segs = 7'b011_000_0;
      4'd4: segs = 7'b001_100_1;
      4'd5: segs = 7'b001_001_0;
      4'd6: segs = 7'b000_001_0;
      4'd7: segs = 7'b111_100_0;
      4'd8: segs = 7'b000_000_0;
      4'd9: segs = 7'b001_100_0;
      4'd10: segs = 7'b000_100_0;
      4'd11: segs = 7'b000_001_1;
      4'd12: segs = 7'b100_011_0;
      4'd13: segs = 7'b010_000_1;
      4'd14: segs = 7'b000_011_0;
      4'd15: segs = 7'b000_111_0;
      default: segs = 7'b111_1111;  
    endcase
  end
endmodule
module memoryIO (clk,mem_addr,mem_cmd,read_data,write_data,SW,LEDR);
  parameter n;
  input clk;
  input [7:0] SW;
  input [8:0] mem_addr;
  input [1:0] mem_cmd;
  output [15:0] read_data;
  input [15:0] write_data;
  output [n-1:0] LEDR;
  wire [n-1:0] LEDR_in;
  reg [15:0] read_data;
  always @(*)
    case({mem_addr, mem_cmd})
      {9'h140,2'b01}: read_data = {{8{1'b0}}, SW};
      default: read_data = {16{1'bz}};
  endcase  
  assign LEDR_in = ((mem_addr == 9'h100) & (mem_cmd ==2'b10)) ? write_data[n-1:0] : {n{1'b0}};
  vDFFE #(8) LED(.clk(clk), .en((mem_addr == 9'h100) & (mem_cmd == 2'b10)), .in(LEDR_in), .out(LEDR));
endmodule
module read_writeRAM(mem_addr, mem_cmd, read_data, datapath_out, write_data, dout, clk, read_address, write_address, write);
  input [8:0] mem_addr;
  input [15:0] dout, datapath_out;
  input clk;
  input [1:0] mem_cmd;
  output [15:0] read_data, write_data;
  output [7:0] read_address, write_address;
  output write;
  wire read_condition1 = (mem_cmd == 2'b01) ? 1 : 0;
  wire read_condition2 =  (mem_addr[8] == 0) ? 1 : 0;
  wire write_condition1 = (mem_cmd == 2'b10) ? 1 : 0;
  wire write_condition2 =  (mem_addr[8] == 0) ? 1 : 0;
  assign write_address = mem_addr[7:0];
  assign read_address = mem_addr[7:0];
  assign write = write_condition1 & write_condition2;
  assign write_data = datapath_out;
  wire READ = read_condition1 & read_condition2;
  assign read_data = (READ == 1) ? dout: {16{1'bz}};
endmodule
</file>
<file path="flow/config.mk">
export PLATFORM = sky130hd
export DESIGN_NAME = sseg
export DESIGN_NICKNAME = sseg
export VERILOG_FILES = /design/flow/design.v
export SDC_FILE = /design/flow/constraint.sdc
export NUM_CORES = 4
export LEC_CHECK = 1
export CORE_AREA = 10 10 70 70
export DIE_AREA = 0 0 80 80
</file>
<file path="flow/constraint.sdc">
current_design sseg

set clk_period 1.2
set clk_io_pct 0.2

create_clock -name clk0 -period $clk_period

set non_clock_inputs [all_inputs -no_clocks]
set_input_delay [expr $clk_period * $clk_io_pct] -clock clk0 $non_clock_inputs
set_output_delay [expr $clk_period * $clk_io_pct] -clock clk0 [all_outputs]
</file>
==> flow_summary.toml <==
# physical design summary
[status]
status = "finished, violations left"
violations = "negative setup slack"

[floorplanning]
die_w_um = 80
rows = 21
fp_util_pct = 7.473
dieHeight_um = 80
ios = 11
dieArea_sq_um = 6400
core_sq_um = 3416

[global_routing]
overflow = 0
grt_pass1_vias = 405
antenna_found_initial = 0
grt_max_degree = 7
grt_pass1_wl_um = 1966
track_usage_pct = 3.602

[hold_path]
min_delay_path_depth = 4
min_path_type = "in2out"

[final_layout]
layoutNonFillerInstCount = 116
ff_latch_area_sq_um = 0
final_util_pct = 22.56
layout.clock_buffers = 0
fillers = 357
layout-drive-gt1-share_pct = 82.86
flop-count = 0
area_growth_syn_to_layout_pct = 202.0

[drt]
drtIter0Drc = 26
drc = 0
vias_per_cell = 3.422
antennaDiodeCount = 0
first_pass_iters = 4
vias = 397
routed_wl_um = 1295
antenna_left = 0
wl_per_cell_um = 11.16

[pwr]
vdd_drop_max_uv = 49.94
leakage_nw = 0.3450
power_w = 0.0002566
power_density_nw_per_um2 = 332.9

[final_timing]
hold_violations = 0
worst_slack_ns = -0.2435
report.final.slew_viol_count = 0
rsz0062_at_grt = "true"
fmax_mhz = 692.8
finalCriticalPeriod_ns = 1.443
setup_viol = 7
worstMarginPinSlew_ns = 0.2132
slew_headroom_pct = 85.64
period_used_pct = 120.3

[critical_path]
slowest_delay_ns = 0.36
start_kind = "input pin"
path_max_fanout = 3
cp.arrival_ns = 1.20
cp_cell_sequence = "buf_8 -> inv_6 -> buf_6 -> ha_4 -> nor2_2 -> or3b_1 -> o21ai_1 -> buf_2"
crit_type = "in2out"
critPathSlowestCell = "or3b_1"
required_ns = 0.96
critPathCaptureType = "primary output"

[synthesis]
common_cells = "ha_1, inv_1, mux2i_1, nor2_1, o21ai_0"
synth_cell_types = 19
avgSynthCellArea_sq_um = 7.507
ys_warn_count = 3
synth_seq_share_pct = 0
top_area_share_pct = 29.41
ys_area_sq_um = 255.2
synthTopCellsByArea = "ha_1, mux2i_1, a22o_1"
synth_top_cell_by_area = "ha_1"
syn_area_sq_um = 255.2
ys_cells = 34
top_cell = "ha_1"
syn_inst = 34

[place]
io_buffers = 11
dpl.cell_count = 101
hpwl_um = 613.7
place_congestion = 0.7757

[job]
warning_count = 39
cap_violations = 0

[clocking]
cts-hold-fix-buffers = 0
## what timing repair did
item | CTS | global route
buffers inserted | 12 | 3
pin swaps | 11 | 8
resized | 78 | 11
setup endpoints to repair | 7 | 7
gates cloned | 1 | 0
## final timing paths
path / start / end / slack [ns]
setup / recovery: in[0] / segs[0] / -0.24
hold / removal: in[1] / segs[1] / 0.92
## per-stage QoR
| step | setup TNS [ns] | hold slack, ns | instance area (sq um) | setup slack [ns] |
|---|---|---|---|---|
| final | -1.099 | 0.9225 | 770.7 | -0.2435 |
| after global placement | -6.669 | 1.523 | 500.5 | -1.057 |
| after detailed placement | -6.551 | 1.522 | 500.5 | -1.040 |
| after global routing | -1.447 | 0.9554 | 770.7 | -0.3123 |
| after floorplan | 0 | 0.5801 | 257.7 | 0.03551 |
| after CTS | -0.8775 | 0.9124 | 700.7 | -0.2326 |
## metal layers
metal  wire [um]  share of wire [%]  track usage [%]  up-vias
li1            -                  -                -      196
met1         536                 41            4.483      194
met2         709                 55            6.742        7
met3          49                3.8           0.4545        0
met4           0                  0                0        0
met5           0                  0                0        -
## layout by cell type, fill, tap and decap left out
| cell | instances |
|---|---|
| nand2b_1 | 1 |
| mux2_4 | 1 |
| o21ai_1 | 2 |
| inv_8 | 1 |
| nor2_1 | 1 |
| nand2b_4 | 1 |
| o21ai_0 | 1 |
| buf_8 | 3 |
| nand3_1 | 1 |
| buf_4 | 13 |
| or3b_1 | 1 |
| buf_2 | 8 |
| nor2b_2 | 1 |
| a22o_1 | 2 |
| o22ai_1 | 1 |
| mux2i_1 | 2 |
| a21oi_2 | 1 |
| inv_6 | 1 |
| a32o_2 | 1 |
| ha_4 | 6 |
| o21ai_2 | 1 |
| inv_4 | 1 |
| clkdlybuf4s15_2 | 1 |
| nor2_2 | 3 |
| nand2_2 | 1 |
| mux2i_4 | 1 |
| buf_6 | 13 |
## worst max-delay path, delay by kind of cell
family,cells,cell delay [ns]
AND/OR/NAND/NOR,2,0.39
buffers and inverters,4,0.36
adder cells (fa/ha/maj),1,0.13
AND-OR/OR-AND,1,0.08
## final cells by class
cell class	count	area [sq um]	area share, %
multi-input combinational	29	346.6	44.97
timing repair buffer	38	340.3	44.16
tap	46	57.56	7.468
inverter	3	26.28	3.409
## kinds of logic (layout without fill, tap and decap cells)
kind of cell | count (synthesis) | count (layout) | synth area share [%]
compound gates | 9 | 9 | 23.04
fa+ha+maj | 6 | 6 | 29.41
buf+inv | 5 | 41 | 10.29
mux | 4 | 4 | 16.18
simple gates | 10 | 10 | 21.08
## where the power goes
part	internal, W	switching [W]	leakage, nW
logic	0.000156	0.000100	0.345
registers	0	0	0
clock network	0	0	0
total	0.000156	0.000100	0.345
Power figures rest on the tool's default switching activity, not on a simulated workload.
